File: flow/run.sh
#!/bin/bash
# OpenROAD 26Q1-2900-gdf79404cd8, Yosys 0.63+post, stock flow scripts
make -C /OpenROAD-flow-scripts/flow DESIGN_CONFIG=/design/flow/config.mk WORK_HOME=/design/flow/orfs finish
File: flow/config.mk
export PLATFORM = sky130hd
export DESIGN_NAME = macroAdder
export DESIGN_NICKNAME = macroAdder
export VERILOG_FILES = /design/flow/design.v
export SDC_FILE = /design/flow/constraint.sdc
export NUM_CORES = 4
export LEC_CHECK = 1
export CORE_AREA = 10 10 70 70
export DIE_AREA = 0 0 80 80
File: flow/constraint.sdc
current_design macroAdder

set clk_period 1.0
set clk_io_pct 0.2

create_clock -name clk0 -period $clk_period [get_ports {clk}]

set non_clock_inputs [all_inputs -no_clocks]
set_input_delay [expr $clk_period * $clk_io_pct] -clock clk0 $non_clock_inputs
set_output_delay [expr $clk_period * $clk_io_pct] -clock clk0 [all_outputs]
File: flow/design.v
module fullAdder (
    input wire a_i,
    input wire b_i,
    input wire carry_i,
    output logic sum_o,
    output logic carry_o
);
logic sum_l;
always_comb begin
    sum_l = (a_i ^ b_i);
    sum_o = sum_l ^ carry_i;
    carry_o = (a_i & b_i) | (sum_l & carry_i);
end
endmodule
module macroAdder #(parameter WIDTH=16) (
    input clk,
    input [WIDTH-1:0] in,
    output logic [WIDTH*2-1:0] out,
    output carry_o
);
logic [1:0] carries;
rcAdder adder1 (.a_i(in), .b_i(in), .sum_o(out[WIDTH-1:0]), .clk(clk), .carry_o(carries[0]), .*);
rcAdder adder2 (.a_i(in), .b_i(in), .sum_o(out[WIDTH*2-1:WIDTH]), .clk(clk), .carry_o(carries[1]), .*);
always_ff @ (posedge clk) begin
    carry_o <= carries[1] & carries[0];
end
endmodule
module rcAdder #(parameter width = 16) (
    input clk,
    input [width-1:0] a_i,
    input [width-1:0] b_i,
    output logic [width-1:0] sum_o,
    output logic carry_o
);
logic [width-1:0] sum;
wire [width-1:0] carries;
fullAdder fa0 (.a_i(a_i[0]), .b_i(b_i[0]), .carry_i(1'b0), .sum_o(sum[0]), .carry_o(carries[0]));
genvar i;
generate
    for (i = 1; i < width; i++) begin
        fullAdder fa0 (.a_i(a_i[i]), .b_i(b_i[i]), .carry_i(carries[i-1]), .sum_o(sum[i]), .carry_o(carries[i]));
    end
endgenerate
assign carry_o = carries[width-1];
always_ff @ (posedge clk) begin
    sum_o <= sum;
end
endmodule
==> notes.md <==
The following summarizes the physical implementation.

Yosys
The synthesized design contains 0 enable-type register cells. By count the netlist is led by 17 x buf_4, 16 x dfxtp_1, 1 x conb_1. Post-synth the commonest register cell is dfxtp_1.

For this design, Yosys synthesis ends with a cell count of 34. The sequential fraction of the synthesis area is 0.709. Synthesis instantiated 3 different standard cells from the library.

The most common cell in the synthesized netlist is buf_4. The post-synthesis instance area is 452 um^2. The portion of synthesized cell area occupied by the leading cell type is 0.709. The synthesis report lists the most area-consuming cells as dfxtp_1 71%, buf_4 28%, conb_1 0.83%.

The warning tally printed by Yosys for this design is 4. The chip area from the yosys synthesis statistics is roughly 450 um^2. The async set-reset flop share out of synthesis is 0. The synthesized netlist handed to floorplanning was reported with a cell count of 34. The synthesis stat section lists a flop and latch total of 16.

The biggest area consumer among synthesized cells is dfxtp_1. A synthesized cell averages approximately 13 um^2.

Worst setup path
The data arrival at the endpoint of the critical path is around 770 ps. The signal on the critical path passes through clkdlybuf4s15_1. The OpenROAD report gives the critical path a required time of 800 ps. On the critical path the largest part of the delay comes from flip-flops. The buffers plus inverters on the worst setup path is 1.

The worst setup path is launched from a flip-flop. The endpoint class of the critical path is an output port. The worst setup path is of the reg -> out kind. STA lists the maximum fanout along the critical path as 2. Among all stages on the critical path, the largest delay is contributed by dfxtp_2.

The peak per-stage delay on the critical path is between 300 and 400 ps.

Hold path
The class of the tightest hold or removal check is in -> reg.

Layout
The proportion of layout cells with a drive suffix above 1 is 0.710. The final non-filler cell area is 767 um^2. For this run, the share of the core covered by cells in the final layout is 0.225. Compared with the post-synthesis result, the final layout area differs by 69.8%.

Place
The weighted congestion at the end of routability-driven global placement is roughly 0.68. The count of input and output buffers is ~47. The standard cell area after detailed placement is 856 um^2. Per the post-place timing report, worst setup slack is -2.72 ps.

Global route
The first-pass GRT wire length is between 2000 and 2500 um. The via count of the first global-routing pass is 341. The pin count of the biggest net entering global routing is 10. After global routing the overflow that remains totals 0.

In the global route stage, overall resource usage came out at 0.0426. The number of antenna violations at the first check in global routing is 0.

Route
In this run, the number of DRC markers left after iteration 0 of detailed routing was 8. The number of vias per cell after detailed routing is 2.77. The final routed DRC violation total is 0. Per the detail_route report, routed wire per instance is approximately 13 um. For this run, the detailed router's first-pass iteration total came to 2. The total inserted antenna cells is 0.

Per the post-route antenna check, the number of violating nets is 0. The via count is about 320. The total routed wirelength is 1490 um.

Power and ir drop
The maximum vdd ir drop is 411 uV. Summed over all cells, the static leakage comes to 0.000349 uW. The total chip power is 1230 uW.

In this run the power density over the cells is 1610 mW/mm^2.

Floorplanning
The vertical die dimension is approximately 80 um. The effective utilization at floorplan is 0.132. The top-level port count is roughly 50.

The number of placement rows is 21. The floorplan step defined a core boundary enclosing around 0.0034 mm^2. The floorplan step set the die width to around 80 um.

The area enclosed by the die boundary is approximately 0.0064 mm^2.

Clock tree
The clock sink count is 16. The post-CTS setup repair buffer count is 0. TritonCTS built the clock tree.

The clock transition at the registers of the reported paths is 100 ps. The report puts the hold buffer count at CTS at 0. The number of H-tree branching levels is 1. Per the TritonCTS log, the buffer count is 3. In this run the deepest clock path goes through 2 buffers.

Clock tree synthesis selected as its root buffer the cell clkbuf_4.

Timing
In the post-route analysis, the smallest setup slack over all paths is 27.0 ps. Hold-check failures listed in the final report amount to 0. The highest clock rate is ~1.0 GHz. The final timing report lists a max-slew violation count of 0.

The final timing summary puts the cycle share of the worst path at 0.973. The final timing report counts setup violations totalling 0. Setup repair after global routing could not meet its margin everywhere. The clock period minus final worst setup slack is just under 1000 ps. The final-layout worst hold slack is between 300 and 400 ps.

Run
The max-capacitance violation count is 0. The logs give a warning total of 27.

Run status
The run finished with clean final reports.
metrics by stage:
stage | setup TNS, ps | std cells
final | 0 | 115
after global routing | -65.6 | 115
after CTS | -116 | 115
after detailed placement | -3.30 | 111
after global placement | 0 | 111
after floorplan | 0 | 35
cells by family (layout without fill, tap and decap cells):
group / after synthesis / in the layout / share of synthesized area
other: 1 / 2 / 0.00830
buffers and inverters: 17 / 51 / 0.283
flip-flops: 16 / 16 / 0.709
final cells by class:
cell class	instances	area, um^2
sequential	16	340
fill	392	2650
timing repair buffer	47	325
clock buffer	4	36.3
multi-input combinational	2	7.51
tap	46	57.6
power breakdown:
| part | internal (uW) | switching, uW |
|---|---|---|
| sequential | 678 | 13.6 |
| combinational | 95.7 | 18.3 |
| clock | 221 | 205 |
flip-flops by register name, summed over array words and instances (netlist names):
signal        count
adder1.sum_o     15
carry_o           1
placed cells by master, fill, tap and decap left out:
master | netlist | layout
clkbuf_8 | 0 | 1
conb_1 | 1 | 2
dfxtp_2 | 0 | 16
buf_2 | 0 | 24
clkbuf_2 | 0 | 5
clkbuf_4 | 0 | 3
clkdlybuf4s50_1 | 0 | 16
clkdlybuf4s15_1 | 0 | 2
path summary, 6_finish.rpt:
check	start	to	slack (ps)	cells past startpoint
worst max-delay path	adder1.sum_o[10]	out[10]	30	1
worst min-delay path	in[5]	adder1.sum_o[6]	340	1
layer usage:
layer,part of all wire,vias up,GRT usage
met2,0.53,26,0.0795
met4,0,0,0.00352
li1,-,151,-
met1,0.32,142,0.0344
met3,0.15,0,0.0352
met5,0,-,0
what timing repair did:
action                                  4_1_cts  5_1_grt
cloned                                        0        0
gates resized                               100        7
endpoints found under the setup margin       31        7
endpoints found under the hold margin         0        0
No activity file was given, so power comes from the tool's default toggle rates.
